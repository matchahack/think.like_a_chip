**/design/flow/design.v**
```verilog
module debounce 
#(
    parameter DEBOUNCE_CYCLES = 20_000   
)
(
    input  logic clk,             
    input  logic button_in,       
    output logic pressed_pulse    
);
    logic sync_0, sync_1;
    always_ff @(posedge clk) begin
        sync_0 <= button_in;
        sync_1 <= sync_0;
    end
    logic [$clog2(DEBOUNCE_CYCLES)-1:0] counter = 0;
    logic button_stable = 1'b1;  
    always_ff @(posedge clk) begin
        if (sync_1 == button_stable) begin
            counter <= 0;
        end else begin
            counter <= counter + 1;
            if (counter == DEBOUNCE_CYCLES-1) begin
                button_stable <= sync_1;
                counter <= 0;
            end
        end
    end
    logic button_prev;
    always_ff @(posedge clk) begin
        button_prev <= button_stable;
    end
    assign pressed_pulse = (button_prev == 1'b1) && (button_stable == 1'b0);
endmodule
module reset(
    input clk,
    input clean_button_0,
    output rst
);
    logic [1:0] reset_press_count;
    logic reset_pulse;
    always_ff @(posedge clk) begin
        if (clean_button_0) begin
            if (reset_press_count == 2) begin
                reset_press_count <= 0;
                reset_pulse <= 1;
            end else begin
                reset_press_count <= reset_press_count + 1;
                reset_pulse <= 0;
            end
        end else begin
            reset_pulse <= 0;
        end
    end
    assign rst = reset_pulse;
endmodule
module red_blink_led (
    input  wire         clk,
    input  wire         button_0,
    input  wire         button_1,
    input  wire [7:0]   password_input,
    output logic [2:0]  led
);
    localparam [17:0] SECRET_PASSWORD = 18'h4000;
    localparam integer BLINK_PERIOD = 24_000_000;   
    localparam [2:0] RED = 3'b110;
    localparam [2:0] OFF = 3'b111;
    typedef enum logic [2:0] { USER_INPUT, COMPARING, SUCCESS, FAIL } state_t;
    logic [25:0] blink_counter;
    logic [17:0] curr_index;
    integer check_index;
    logic [2:0] device_state;
    logic led_state;
    logic bit_pressed;
    logic clean_button_0, clean_button_1;
    debounce db0 (.clk(clk), .button_in(button_0), .pressed_pulse(clean_button_0));
    debounce db1 (.clk(clk), .button_in(button_1), .pressed_pulse(clean_button_1));
    logic rst;
    reset rst0(.clk(clk), .clean_button_0(clean_button_0), .rst(rst));
    always_ff @(posedge clk) begin
        if (rst) begin
            blink_counter     <= 0;
            bit_pressed       <= 0;
            check_index       <= 0;
            led_state         <= 0;
            curr_index        <= 0;
            led               <= OFF;
            device_state      <= USER_INPUT;
        end else begin
            case (device_state)
                USER_INPUT:begin
                    if (clean_button_1) begin
                        device_state <= COMPARING;
                        bit_pressed   <= 0;
                    end
                    led_state    <= OFF;
                end
                COMPARING: begin
                    led <= (led_state ? RED : OFF);
                    if (blink_counter >= BLINK_PERIOD) begin
                        blink_counter <= 0;
                        led_state     <= ~led_state;
                        if (bit_pressed && SECRET_PASSWORD[curr_index]) begin
                            device_state <= SUCCESS;
                        end
                        else begin
                            curr_index <= curr_index + 1;
                            bit_pressed   <= 0;
                        end
                    end else begin
                        blink_counter <= blink_counter + 1;
                        if(clean_button_1) bit_pressed <= 1;
                    end
                end
                SUCCESS: begin
                    blink_counter <= blink_counter + 1;
                    case (blink_counter)
                        0           : led <= 3'b110;  
                        24_000_000  : led <= 3'b011;  
                        48_000_000  : led <= 3'b101;  
                        default     : begin end
                    endcase
                end
                FAIL:begin
                    led_state <= RED;
                end
            endcase
        end
    end
endmodule
```
**/design/flow/run.sh**
```bash
#!/bin/bash
# OpenROAD 26Q1-2900-gdf79404cd8, Yosys 0.63+post, stock flow scripts
make -C /OpenROAD-flow-scripts/flow DESIGN_CONFIG=/design/flow/config.mk WORK_HOME=/design/flow/orfs finish
```
**/design/flow/config.mk**
```make
export PLATFORM = sky130hd
export DESIGN_NAME = red_blink_led
export DESIGN_NICKNAME = red_blink_led
export VERILOG_FILES = /design/flow/design.v
export SDC_FILE = /design/flow/constraint.sdc
export NUM_CORES = 4
export LEC_CHECK = 1
export CORE_UTILIZATION = 40
```
**/design/flow/constraint.sdc**
```tcl
current_design red_blink_led

set clk_period 4.0
set clk_io_pct 0.2

create_clock -name clk0 -period $clk_period [get_ports {clk}]

set non_clock_inputs [all_inputs -no_clocks]
set_input_delay [expr $clk_period * $clk_io_pct] -clock clk0 $non_clock_inputs
set_output_delay [expr $clk_period * $clk_io_pct] -clock clk0 [all_outputs]
```
==> metrics.log <==
[report] extracting results
INFO  metric run_status = complete, no violations
INFO  metric post-route-min-period = 2.49 ns
INFO  metric yosys.area_share.xor_xnor = 7.41%
INFO  metric finalHoldViolations = 0
INFO  metric irDropWorstVdd = 0.000199 V
INFO  metric die_width = 99.2 um
INFO  metric required = 4.29 ns
INFO  metric vias_in_the_first_global_route = 2692
INFO  metric met2_wirelength = 3230 um
INFO  metric clock_sinks = 80
INFO  metric vias_per_cell = 5.35
INFO  metric place_congestion = 0.849
INFO  metric synth_cell_types = 62
INFO  metric regToRegSetupSlack = 1.51 ns
INFO  metric syn-instance-count = 431
INFO  metric drt.antenna.violating_nets = 0
INFO  metric gr-usage-all-layers = 15.6%
INFO  metric max-cap-violations = 0
INFO  metric regToRegEndpoint = blink_counter[8]
INFO  metric mux_area_share = 1.75%
INFO  metric overflow = 0
INFO  metric grt_first_pass_wirelength = 12300 um
INFO  metric i_o_pin_total = 14
INFO  metric setup_tns = 0 ns
INFO  metric layout.area.comb = 0.00201 mm^2
INFO  metric synth-edff-count = 4
INFO  metric drt_drc_violations_left = 0
INFO  metric filler_cell_count = 889
INFO  metric power_leakage = 1.49 nW
INFO  metric crit_path_max_fanout = 22
INFO  metric post-synth-top-area-cell = sky130_fd_sc_hd__dfxtp_1
INFO  metric pin_count_of_the_biggest_net_entering_global_routing = 23
INFO  metric cts-root-to-sink-buffers = 2
INFO  metric dr_total_vias = 2941
INFO  metric cts-resized-gates = 0
INFO  metric hold_end = db1.sync_1
INFO  metric fmaxAchievable = 402 MHz
INFO  metric wire_per_inst = 12.7 um
INFO  metric worst_setup_path_end_kind = flip-flop
INFO  metric tightest_slew = 0.791 ns
INFO  metric cts_tree = done
INFO  metric timing.reg2reg.worst_path_depth = 6
INFO  metric synth_flop_count = 80
INFO  metric met3WireLength = 199 um
INFO  metric final_core_utilization = 45.0%
INFO  metric min_path_type = flip-flop to flip-flop
INFO  metric synth.comb.largest_family = simple AND/OR/NAND/NOR gates
INFO  metric antenna_found_initial = 0
INFO  metric clkSlewWorstSetupHoldPaths = 0.08 ns
INFO  metric postCtsSetupBuffers = 0
INFO  metric period_used_share = 62.1%
INFO  metric skew = 0.00534 ns
INFO  metric initCoreUtil = 41.1%
INFO  metric num_antenna_cells = 0
INFO  metric first_pass_iters = 4
INFO  metric clock_tree.root_cell = sky130_fd_sc_hd__clkbuf_8
INFO  metric asyncSetResetFlopFracSynth = 0%
INFO  metric post_synth_instance_area = 0.00378 mm^2
INFO  metric synth_largest_type_area_fraction = 40.2%
INFO  metric regArea = 0.00164 mm^2
INFO  metric arrival = 2.77 ns
INFO  metric ff_type = sky130_fd_sc_hd__dfxtp_1
INFO  metric synth-compound-area-share = 11.8%
INFO  metric port-buffer-count = 5
INFO  metric die_h = 99.2 um
INFO  metric synth_area_per_cell = 8.77 um^2
INFO  metric tritoncts.num_buffers = 9
INFO  metric min-delay-start = db1.sync_0
INFO  metric wl_met1 = 3480 um
INFO  metric top_layer = met4
INFO  metric stage_log_warnings = 35
INFO  metric ys_seq_share = 43.4%
INFO  metric drtIter0Drc = 84
INFO  metric synth-simple-area-share = 29.7%
INFO  metric cellPowerDensity = 367 mW/mm^2
INFO  metric yosys.stat.chipArea = 0.00378 mm^2
INFO  metric hpwlAfterDp = 4810 um
INFO  metric detail_route.wirelength = 7000 um
INFO  metric timing.slew.headroom = 47.2%
INFO  metric die-area = 0.00985 mm^2
INFO  metric synth-adder-area-share = 2.32%
INFO  metric netlist_top_cells_area = sky130_fd_sc_hd__dfxtp_1 (40%), sky130_fd_sc_hd__nor2_1 (6.6%), sky130_fd_sc_hd__xor2_1 (4.2%)
INFO  metric hold_crit_depth = 0
INFO  metric start_kind = flip-flop
INFO  metric final_layout_top_logic_cells = sky130_fd_sc_hd__dfxtp_1 (76), sky130_fd_sc_hd__nor2_1 (66), sky130_fd_sc_hd__nand2_1 (33)
INFO  metric htreeDepth = 3
INFO  metric rows = 35
INFO  metric clock_latency = 0.34 ns
INFO  metric rsz0062_at_grt = no
INFO  metric synth_stat.cells = 431
INFO  metric crit-reg2reg-launch = blink_counter[15]
INFO  metric setup_viol_count_final = 0
INFO  metric cts_hold_buffers = 0
INFO  metric synth_warnings = 3
INFO  metric ratio_of_cells_with_drive_above_1_in_the_final_layout = 9.11%
INFO  metric synthToLayoutAreaGrowth = 9.36%
INFO  metric crit_type = flip-flop to flip-flop
INFO  metric maxSlewViolCount = 0
INFO  metric layout_top_cell_excl_fill_tap = sky130_fd_sc_hd__dfxtp_1
INFO  metric core_region_area = 0.00920 mm^2
==> cells in the mapped netlist (all sizes together), types with 6 or more instances <==
master	instances
nor3	10
inv	10
ha	7
nor2	66
o21ai	10
a31oi	15
a21oi	16
nand3	31
nand2	33
nor4	11
xnor2	14
clkbuf	6
dfxtp	76
nand4	15
nor2b	8
and3	10
xor2	18
buf	8
==> worst max-delay path by stage <==
stage | startpoint | endpoint | slack [ns]
after CTS | blink_counter[15] | blink_counter[8] | 1.52
after global routing | blink_counter[15] | blink_counter[8] | 1.26
final | blink_counter[15] | blink_counter[8] | 1.51
==> cell type report <==
class / instances / area share (%)
clock buffer: 11 / 3.69
timing repair buffer: 7 / 1.57
clock inverter: 5 / 2.06
inverter: 10 / 0.908
sequential: 80 / 39.7
tap: 111 / 3.36
multi-input combinational: 326 / 48.7
==> flip-flops by register name, summed over array words and instances (netlist names) <==
signal and cells:
bit_pressed 1, blink_counter 26, curr_index 5, db0.button_prev 1, db0.button_stable 1, db0.counter 15, db0.sync_0 1, db0.sync_1 1
db1.button_prev 1, db1.button_stable 1, db1.counter 15, db1.sync_0 1, db1.sync_1 1, device_state 3, led 3, led_state 1
rst0.reset_press_count 2, rst0.reset_pulse 1
==> worst max-delay path, cell delays in order, from the launching register on <==
cell	delay [ns]
sky130_fd_sc_hd__dfxtp_1	0.41
sky130_fd_sc_hd__nor3_1	0.20
sky130_fd_sc_hd__o21ai_1	0.19
sky130_fd_sc_hd__a211oi_4	0.71
sky130_fd_sc_hd__buf_4	0.36
sky130_fd_sc_hd__or3b_2	0.46
sky130_fd_sc_hd__nand3_1	0.08
==> power by group <==
| group | internal (mW) | switching, mW |
|---|---|---|
| logic | 0.00836 | 0.0102 |
| clock network | 0.393 | 0.290 |
| registers | 0.809 | 0.00604 |
==> metrics by stage <==
step | hold WS [ns] | cell area, um^2 | worst slack, ns | total power, mW | instances
5_1_grt | 0.341 | 4140 | 1.26 | 1.58 | 550
6_report | 0.332 | 4140 | 1.51 | 1.52 | 550
4_1_cts | 0.333 | 4140 | 1.52 | 1.55 | 550
3_3_place_gp | 0.312 | 3900 | 1.56 | 0.852 | 534
3_5_place_dp | 0.312 | 3900 | 1.55 | 0.852 | 534
2_1_floorplan | 0.310 | 3780 | 2.17 | 0.847 | 431
==> kinds of logic after synthesis <==
group | count (synthesis)
muxes | 6
buffers and inverters | 25
DFF | 80
and+or+nand+nor | 215
adders and majority gates | 7
AOI/OAI and AO/OA | 66
xor gates and xnor gates | 32
==> layer usage <==
layer | GRT usage (%) | up-vias
li1 | - | 1551
met1 | 22.4 | 1350
met2 | 25.3 | 32
met3 | 3.57 | 8
met4 | 2.04 | 0
met5 | 0 | -
Power and IR drop assume default switching activity.
